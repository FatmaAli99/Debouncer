==> design/flow/design.v <==
module debouncer_2 #(parameter num_delay_clks = 100)(
	input wire clk,
	input wire rst_n,
	input wire noisy_in,
	output reg debouncer_out);
reg [num_delay_clks-1:0] Q_reg;
always @ (posedge clk or negedge rst_n) 
begin
	if(!rst_n) begin
		debouncer_out <= 1'b0;
		Q_reg <= 'b0;
	end else begin
		Q_reg <= {noisy_in,Q_reg[num_delay_clks-1:1]};
		if(Q_reg == 'b0)
			debouncer_out <= 1'b0;
		else if (Q_reg == 'hFFFFFFFFFFFFFFFFFFFFFFFFF)
			debouncer_out <= 1'b1;
	end
end
endmodule
module debouncer_2_sync #(parameter num_delay_clks = 100, num_stages = 2)(
	input wire clk,
	input wire rst_n,
	input wire noisy_in,
	output wire debouncer_out
);
wire sync_sig;
sync #(.num_stages(num_stages))sync_DUT(
.clk(clk),
.rst_n(rst_n),
.in_sig(noisy_in),
.out_sig(sync_sig));
debouncer_2 #(.num_delay_clks(num_delay_clks)) debouncer_DUT(
.clk(clk),
.rst_n(rst_n),
.noisy_in(sync_sig),
.debouncer_out(debouncer_out));
endmodule
module sync #(parameter num_stages = 2)(
	input wire clk,
	input wire rst_n,
	input wire in_sig,
	output wire out_sig);
reg [num_stages-1:0] sync_reg;
always @ (posedge clk or negedge rst_n) begin
	if(!rst_n) begin
		sync_reg <= 'b0;
	end else begin
		sync_reg <= {in_sig,sync_reg[num_stages-1:1]};
	end
end
assign out_sig = sync_reg[0];
endmodule
==> design/flow/run.sh <==
#!/bin/bash
# OpenROAD 26Q1-2900-gdf79404cd8, Yosys 0.63+post, stock flow scripts
make -C /OpenROAD-flow-scripts/flow DESIGN_CONFIG=/design/flow/config.mk WORK_HOME=/design/flow/orfs finish
==> design/flow/config.mk <==
export PLATFORM = sky130hd
export DESIGN_NAME = debouncer_2_sync
export DESIGN_NICKNAME = debouncer_2_sync
export VERILOG_FILES = /design/flow/design.v
export SDC_FILE = /design/flow/constraint.sdc
export NUM_CORES = 4
export LEC_CHECK = 1
export CORE_UTILIZATION = 50
==> design/flow/constraint.sdc <==
current_design debouncer_2_sync

set clk_period 2.1
set clk_io_pct 0.2

create_clock -name clk0 -period $clk_period [get_ports {clk}]

set non_clock_inputs [all_inputs -no_clocks]
set_input_delay [expr $clk_period * $clk_io_pct] -clock clk0 $non_clock_inputs
set_output_delay [expr $clk_period * $clk_io_pct] -clock clk0 [all_outputs]
==> reports/metrics.csv <==
stage;metric;value;unit
yosys;unique cell type count in the Yosys netlist;11;
flow_run;Max-Cap Viols;0;
clocking;Clock transition at path regs;0.09;ns
worst_setup_path;worst reg2reg path endpoint;debouncer_DUT.debouncer_out;
hold_path;worst hold path class;in -> async;
floorplan;die height;79.7;µm
yosys;yosys cell count;172;
yosys;YS warnings;2;
yosys;post-synthesis simple-gate area fraction;14.1;%
routing;diode count;0;
grt;grt met3 use;7.42;%
final_layout;Syn-to-layout area delta;11.4;%
worst_setup_path;Critical Path End Type;output port;
routing;post-DR wirelength/cell;18.3;µm
timing;Setup WS post-layout;0.485;ns
routing;total iterations of the first detailed-routing run;4;
clocking;Clock Tree Buf Depth;2;
clocking;H-tree Lvls;3;
yosys;yosys stat area;3020;µm²
final_layout;max reg flops;100;
final_layout;Logic area;439;µm²
clocking;Clock Root Buffer;clkbuf_8;
worst_setup_path;worst setup path endpoint;debouncer_out;
final_layout;most frequent cells in the layout;dfrtp_1 (103), nand4_1 (30), nor4_1 (28);
grt;via count of the first global-routing pass;1649;
grt;grt met1 use;30.5;%
timing;final number of max-transition violations;0;
flow_run;count of tool warnings;25;
place;Buffers on Ports;3;
final_layout;final instance area;3360;µm²
timing;cycle use final;76.9;%
worst_setup_path;Arr. time, crit path;1.19;ns
timing;Slew @ Worst Pin;0.473;ns
timing;clk_skew;0.00564;ns
place;gp weighted congestion;0.897;
status;outcome;complete, no violations;
clocking;TritonCTS clock tree;built;
worst_setup_path;Stages on worst setup path;1;
clocking;CTS Buf Count;9;
timing;hold_ws;0.0140;ns
worst_setup_path;CP delay by family, top;buffers and inverters;
worst_setup_path;Req. time, crit path;1.68;ns
routing;initial DRC count;71;
routing;DR vias/cell;5.98;
worst_setup_path;Crit Reg-Reg Startpoint;debouncer_DUT.Q_reg[24];
power_and_ir_drop;worst vdd ir;0.620;mV
routing;DRC errors left;0;
worst_setup_path;worst setup path category;reg -> out;
yosys;FA/HA/MAJ Cells, Area Fraction;0;%
yosys;Top cell area share;85.4;%
grt;GRT overflow;0;
power_and_ir_drop;Leak;1.51;nW
timing;Fin Setup TNS;0;ns
grt;first-pass GRT wire length;8120;µm
yosys;Dominant combinational family;simple AND/OR/NAND/NOR gates;
clocking;Latency at later pin;0.35;ns
yosys;area leader, netlist;dfrtp_1;
yosys;and-or/or-and share of the synthesized area;0.456;%
yosys;register share after synthesis;85.4;%
grt;GRT Util Overall;18.4;%
clocking;Post-CTS Setup Bufs;0;
timing;final hold vios;0;
grt;initial antenna violation count;0;
floorplan;width of the die;79.7;µm
timing;Max Freq;619;MHz
power_and_ir_drop;Pwr Density;987;nW/µm²
floorplan;core area;5680;µm²
yosys;Synth mux share;0;%
worst_setup_path;Buf/Inv on CP;1;
yosys;Top cells by area;dfrtp_1 (85%), nand4_1 (6.2%), nor4_1 (5.8%);
clocking;post-CTS resize count;0;
worst_setup_path;CP Max Fanout;2;
final_layout;Top cell excl fill/tap;dfrtp_1;
timing;RSZ-0062 raised after global routing;no;
place;Post-Place Worst Slack;0.595;ns
worst_setup_path;crit-path max cell delay;0.47;ns
yosys;flops & latches, synth;103;
worst_setup_path;Slowest cell on crit path;clkdlybuf4s50_1;
final_layout;Reg area;2580;µm²
floorplan;I/O pin count;4;
grt;Most Crowded Layer GR;met1;
yosys;XOR Share, Synth;0;%
worst_setup_path;CP startpoint kind;flop;
timing;post-layout min period;1.61;ns
timing;Worst slew margin;68.5;%
floorplan;num rows;27;
clocking;hold-fix buffers at CTS;0;
worst_setup_path;Critical path origin;debouncer_DUT.debouncer_out;
final_layout;share of cells above drive strength 1;9.90;%
routing;final antenna-violating net count;0;
timing;Setup Viol. Count Final;0;
yosys;Mapped Area;3020;µm²
worst_setup_path;CP cell instances;clkdlybuf4s50_1;
worst_setup_path;r2r setup slk;0.58;ns
place;DP HPWL;3210;µm
routing;vias;1580;
place;Placed Area;3160;µm²
worst_setup_path;R2R depth;5;
routing;Routed WL;4820;µm
final_layout;final core utilization;59.2;%
grt;largest net degree at the start of global routing;44;
floorplan;die area;6350;µm²
yosys;gate count of the mapped netlist;172;
clocking;clk sink count;103;
grt;GRT met2 Usage;26.5;%
floorplan;fp_density;53.2;%
final_layout;fillers;413;
yosys;Mean Syn Cell Area;17.5;µm²
-- report_power, final --
group / switching [W] / total [W] / internal (W)
registers: 0.0000385 / 0.00207 / 0.00203
logic: 0.0000405 / 0.0000547 / 0.0000142
clock network: 0.000583 / 0.00119 / 0.000608
-- area by class of cell --
cell class              instances  share of cell area (%)
multi-input cells              69                    13.1
clock inverters                 3                    1.27
well taps                      72                    2.68
flip-flops and latches        103                    76.7
repair buffers                  5                    1.64
clock buffers                  12                    4.62
-- synth_stat cells --
library cell  number
a21oi_1            1
a41oi_1            1
and3_1             1
dfrtp_1          103
nand2_1            1
nand3_1            1
nand4_1           30
nor3_1             3
nor4_1            28
nor4_2             2
or4_1              1
-- through the flow --
stage	power, W	instances
after floorplan	0.00211	172
final	0.00331	264
after global routing	0.00345	264
after global placement	0.00216	249
after detailed placement	0.00216	249
after CTS	0.00336	264
-- logic make-up after synthesis --
group and Yosys count:
AND/OR/NAND/NOR 67, flip-flops 103, AND-OR/OR-AND 2
-- metal layers --
metal  up-vias  routed length, µm
met3         4                298
met2        38               2190
li1        699                  -
met4         0                 53
met5         -                  0
met1       839               2280
-- how the worst min path moves through the flow --
stage	slack (ns)	cells after the start	to
finish	0.01	1	debouncer_DUT.Q_reg[51]
global route	0.04	1	debouncer_DUT.Q_reg[49]
CTS	0.03	1	debouncer_DUT.Q_reg[51]
Power and IR drop assume default switching activity.
