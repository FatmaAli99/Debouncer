[flow/design.v]
module FSM (
	input wire clk,
	input wire rst_n,
	input wire noisy_sig, 
	input wire timer_done,
	output reg debunced_sig, 
	output reg timer_en);
reg [1:0] current_state, next_state;
localparam [1:0] idle = 2'b0,		 
				 check_high = 2'b1,
				 high_state = 2'b10,
				 check_low = 2'b11;
always @ (posedge clk or negedge rst_n) begin
	if(!rst_n) begin
		current_state <= idle;
	end else begin
		current_state <= next_state;
	end
end
always @ (*) begin
	case(current_state)
		idle: begin
				if(noisy_sig)
					next_state <= check_high;
				else
					next_state <= idle;
		end
		check_high: begin
				if(noisy_sig && timer_done)
					next_state <= high_state;
				else if (noisy_sig && !timer_done)
					next_state <= check_high;
				else
					next_state <= idle;
		end
		high_state: begin
				if(noisy_sig)
					next_state <= high_state;
				else
					next_state <= check_low;
		end
		check_low: begin
				if(!noisy_sig && timer_done)
					next_state <= idle;
				else if (!noisy_sig && !timer_done)
					next_state <= check_low;
				else
					next_state <= high_state;
		end
		default: next_state <= idle;
	endcase
end
always @ (*) begin
	case(current_state)
		idle: begin
				debunced_sig <= 0;
				timer_en <= 0;
		end
		check_high: begin
				debunced_sig <= 0;
				timer_en <= 1;
		end
		high_state: begin
				debunced_sig <= 1;
				timer_en <= 0;
		end
		check_low: begin
				debunced_sig <= 1;
				timer_en <= 1;
		end
		default: begin
				debunced_sig <= 0;
				timer_en <= 0;
		end
	endcase
end
endmodule
module debouncer #(parameter counter_final_value = 99)(
	input wire clk,
	input wire rst_n,
	input wire noisy_in,
	output wire debouncer_out);
wire timer_en, timer_done;
FSM FSM_DUT(
.rst_n(rst_n),
.clk(clk),
.noisy_sig(noisy_in), 
.timer_done(timer_done),
.debunced_sig(debouncer_out), 
.timer_en(timer_en));
timer #(.counter_final_value(counter_final_value)) timer_DUT(
.clk(clk),
.rst_n(rst_n),
.enable(timer_en),
.done(timer_done));
endmodule
module debouncer_sync #(parameter counter_final_value = 99, num_stages = 2)(
	input wire clk,
	input wire rst_n,
	input wire noisy_in,
	output wire debouncer_out
);
wire sync_sig;
sync #(.num_stages(num_stages))sync_DUT(
.clk(clk),
.rst_n(rst_n),
.in_sig(noisy_in),
.out_sig(sync_sig));
debouncer #(.counter_final_value(counter_final_value)) debouncer_DUT(
.clk(clk),
.rst_n(rst_n),
.noisy_in(sync_sig),
.debouncer_out(debouncer_out));
endmodule
module sync #(parameter num_stages = 2)(
	input wire clk,
	input wire rst_n,
	input wire in_sig,
	output wire out_sig);
reg [num_stages-1:0] sync_reg;
always @ (posedge clk or negedge rst_n) begin
	if(!rst_n) begin
		sync_reg <= 'b0;
	end else begin
		sync_reg <= {in_sig,sync_reg[num_stages-1:1]};
	end
end
assign out_sig = sync_reg[0];
endmodule
module timer #(parameter counter_final_value = 99)(
	input wire clk,
	input wire rst_n,
	input wire enable,
	output reg done);
localparam counter_bits = $clog2(counter_final_value);
reg [counter_bits-1:0]	counter;
always @ (posedge clk or negedge rst_n) begin
	if(!rst_n) begin
		done <= 0;
	end else begin
		if(enable) begin
			if(counter == counter_final_value) begin
				done <= 1'b1;
				counter <= 'b0;
			end else begin
				done <= 1'b0;
				counter <= counter + 1'b1;
			end
		end else begin
				done <= 1'b0;
				counter <= 'b0;
		end
	end
end
endmodule
[flow/run.sh]
#!/bin/bash
# OpenROAD 26Q1-2900-gdf79404cd8, Yosys 0.63+post, stock flow scripts
make -C /OpenROAD-flow-scripts/flow DESIGN_CONFIG=/design/flow/config.mk WORK_HOME=/design/flow/orfs finish
[flow/config.mk]
export PLATFORM = sky130hd
export DESIGN_NAME = debouncer_sync
export DESIGN_NICKNAME = debouncer_sync
export VERILOG_FILES = /design/flow/design.v
export SDC_FILE = /design/flow/constraint.sdc
export NUM_CORES = 4
export LEC_CHECK = 1
export CORE_AREA = 10 10 86 86
export DIE_AREA = 0 0 96 96
[flow/constraint.sdc]
current_design debouncer_sync

set clk_period 3.0
set clk_io_pct 0.2

create_clock -name clk0 -period $clk_period [get_ports {clk}]

set non_clock_inputs [all_inputs -no_clocks]
set_input_delay [expr $clk_period * $clk_io_pct] -clock clk0 $non_clock_inputs
set_output_delay [expr $clk_period * $clk_io_pct] -clock clk0 [all_outputs]
==> GITHUB_STEP_SUMMARY <==
## PnR job results

| Metric | Value |
|---|---|
| Status | `completed` |
| Die width | `roughly 96 µm` |
| Maximum VDD drop | `0.000334 V` |
| Post-Route Setup TNS | `0 ps` |
| WL final | `between 900 and 1000 µm` |
| Antenna diodes | `0` |
| Buffer count from post-CTS setup fixing | `0` |
| Post-synth top area share | `0.357` |
| Crit Path Max Fanout | `4` |
| Synth cell types | `19` |
| Critical Path AT | `1370 ps` |
| Slew Viols, Final | `0` |
| FF-to-FF Start | `debouncer_DUT.timer_DUT.counter[0]` |
| CP Capture Point | `debouncer_out` |
| Largest net degree at the start of global routing | `15` |
| I/O Buffers | `3` |
| Post-DRT Antenna Nets | `0` |
| Die Ht | `96 µm` |
| Worst reg2reg setup slack | `1580 ps` |
| Crit path required time | `around 2400 ps` |
| Post-Synthesis Mean Instance Area | `12.0 µm²` |
| Die area | `9220 µm²` |
| Vias in the first global route | `324` |
| P_int | `326 µW` |
| Sequential power share | `0.524` |
| Count of tool warnings | `25` |
| Clock Latency Late Sink | `around 240 ps` |
| Layout Skew | `between 1.5 and 2 ps` |
| Yosys cell count | `49` |
| Longest Clk Path Bufs | `2` |
| Kind of critical path | `reg -> out` |
| Vias/cell | `around 2.9` |
| Final setup viols | `0` |
| Initial antenna violation count | `0` |
| Layout area overhead | `29.8%` |
| Post-CTS Hold Buffers | `0` |
| Largest register FFs | `7` |
| Leak | `0.000268 µW` |
| Cell Rows | `27` |
| Max Clk Rate | `508 MHz` |
| Overflow after GRT | `0` |
| H-Tree Level Count | `1` |
| Initial DRC Count | `14` |
| Syn Std Cell Area | `588 µm²` |
| Psw | `72.0 µW` |
| Fillers | `627` |
| Initial DRT Pass Iterations | `2` |
| RSZ-0062 raised after global routing | `false` |
| Comb pwr share | `0.025` |
| Placer Congestion | `0.748` |
| Top Ports | `4` |
| Gate Count Post-Synth | `49` |
| Worst r2r path cells | `4` |
| Clk pwr share | `0.451` |
| Number of synthesized register bits | `14` |
| Yosys Chip Area | `588 µm²` |
| Min Tclk post-route | `just under 2000 ps` |
| Share of layout cells above drive strength 1 | `0.161` |
| Asr flop ratio synth | `0.500` |
| Maximum Capacitance Violations | `0` |
| Post-layout util | `0.138` |
| Yosys warns | `3` |
| First-pass GRT wire length | `approximately 1600 µm` |
| Vias after detailed routing | `368` |
| Fp util | `0.106` |
| Main flop type | `edfxtp_1` |
| Synth area leaders | `edfxtp_1, dfrtp_1, dfstp_2` |
| Clock Sinks | `14` |
| Post-route clock period utilization | `0.656` |
| Final Hold Fails | `0` |
| Core Area | `5540 µm²` |
| Seq/Total Area, Yosys | `0.657` |
| Root buf cell | `clkbuf_8` |
| Routed length per instance | `7.63 µm` |
| Post_cts resized | `0` |
| CP Launch Point | `debouncer_DUT.FSM_DUT.current_state[3]` |
| Critical path startpoint category | `flip-flop` |
| CTS tree | `built` |
| CTS Buf Count | `3` |
| Switch share | `0.181` |
| EDFF count, synth | `7` |
| Synth area leader | `edfxtp_1` |
| CTS clock-pin slew for the worst setup and hold paths | `~50 ps` |
| Tot GR Track Use | `0.0234` |
| Worst hold-check path type | `reg -> reg` |
| DRC | `0` |
| Slew @ Worst Pin | `~610 ps` |
| Reg-to-Reg End | `debouncer_DUT.timer_DUT.counter[4]` |
| PwrDens | `522 nW/µm²` |
| Slew margin rel. | `0.591` |
| Worst setup EP type | `primary output` |
[power groups by stage]
stage / registers, µW / logic (µW) / clock network, µW
6_report: 209 / 9.77 / 180
5_1_grt: 209 / 11.2 / 197
4_1_cts: 209 / 10.2 / 186
[placed cells by master (no fill, tap or decap), types with 2 or more instances in the layout]
master,count
clkdlybuf4s50_1,3
nor2b_1,2
nand2_1,2
a21oi_1,5
edfxtp_1,7
dfrtp_1,6
nor2_1,7
inv_1,2
or3_1,2
or2_2,3
nand3_1,2
xor2_1,2
clkbuf_8,4
o21ai_0,2
[critical path, cell delays in order, from the launching register on]
cell,delay (ps)
dfrtp_1,400
or2_2,310
clkdlybuf4s50_1,420
[final cells by class]
cell class	instances	area, µm²	share of cell area
tap	72	90.1	0.118
clock buffer	4	55.1	0.0721
multi-input combinational	33	194	0.254
timing repair buffer	3	30.0	0.0393
inverter	2	7.51	0.00984
sequential	14	387	0.507
[kinds of logic after synthesis]
| family | count (synthesis) | synth area share |
|---|---|---|
| compound gates | 9 | 0.0872 |
| xor+xnor | 3 | 0.0447 |
| fa+ha+maj | 1 | 0.0213 |
| buf+inv | 2 | 0.0128 |
| flops | 14 | 0.657 |
| simple gates | 20 | 0.177 |
[layer usage]
metal | GRT usage | part of all wire | vias up
li1 | - | - | 187
met1 | 0.0335 | 0.51 | 176
met3 | 0.0204 | 0.092 | 0
met2 | 0.0263 | 0.40 | 5
met4 | 0.00123 | 0 | 0
met5 | 0 | 0 | -
[cells in the mapped netlist, types with 2 or more instances]
cell and count:
nor2b_1 2, or3_1 2, nand3_1 2, or2_2 3
nor2_1 7, dfrtp_1 6, edfxtp_1 7, inv_1 2
xor2_1 2, a21oi_1 5, nand2_1 2, o21ai_0 2
[through the flow]
stage               hold slack, ps  power, µW  instance area (µm²)  instances  setup slack (ps)
CTS                            348        405                  763        128              1000
finish                         348        398                  763        128              1030
global placement               334        222                  708        124              1130
floorplan                      304        215                  588         49              1700
global route                   356        417                  763        128               969
detailed placement             335        223                  708        124              1110
[how the worst min path moves through the flow]
stage,startpoint,end,cells after the start
after CTS,sync_DUT.sync_reg[1],sync_DUT.sync_reg[0],0
after global routing,sync_DUT.sync_reg[1],sync_DUT.sync_reg[0],0
final,sync_DUT.sync_reg[1],sync_DUT.sync_reg[0],0
Power and IR drop assume default switching activity.
